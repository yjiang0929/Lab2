==> flow/design.v <==
`timescale 1 ns / 1 ps
module inputconditioner
(
input 	    clk,             
input	    noisysignal,     
output reg  conditioned,     
output reg  positiveedge,    
output reg  negativeedge     
);
    parameter counterwidth = 3;  
    parameter waittime = 3;      
    reg[counterwidth-1:0] counter = 0;
    reg synchronizer0 = 0;
    reg synchronizer1 = 0;   
    always @(posedge clk ) begin
        positiveedge <= 0;
        negativeedge <= 0;
        if(conditioned == synchronizer1)
            counter <= 0;
        else begin
            if( counter == waittime) begin
                counter <= 0;
                positiveedge <= (!conditioned) & synchronizer1;    
                negativeedge <= (conditioned) & (!synchronizer1);  
                conditioned <= synchronizer1;
            end
            else
                counter <= counter+1;
        end
        synchronizer0 <= noisysignal;
        synchronizer1 <= synchronizer0;
    end
endmodule
module shiftregister
#(parameter width = 8)
(
input               clk,                 
input               peripheralClkEdge,   
input               parallelLoad,        
input  [width-1:0]  parallelDataIn,      
input               serialDataIn,        
output reg [width-1:0]  parallelDataOut,     
output reg             serialDataOut        
);
    integer index;
    reg [width-1:0]      shiftregistermem;
    always @(posedge clk) begin
    if (parallelLoad) begin
    			shiftregistermem <= parallelDataIn;
    		end
    		else if (peripheralClkEdge) begin
    			shiftregistermem <= {parallelDataOut[width-2:0], serialDataIn};
    		end
    		parallelDataOut <= shiftregistermem;
    		serialDataOut <= shiftregistermem[width-1];
    end
endmodule
module jkff1
(
    input trigger,
    input j,
    input k,
    output reg q
);
    always @(posedge trigger) begin
        if(j && ~k) begin
            q <= 1'b1;
        end
        else if(k && ~j) begin
            q <= 1'b0;
        end
        else if(k && j) begin
            q <= ~q;
        end
    end
endmodule
module mux2 #( parameter W = 1 )
(
    input[W-1:0]    in0,
    input[W-1:0]    in1,
    input           sel,
    output[W-1:0]   out
);
    assign out = (sel) ? in1 : in0;
endmodule
module midpoint
(
    input        clk,
    input  sw0, sw1,
    input  btn,
    input [7:0] parallelIn,
    output [7:0] full_led
);
    wire condb0, conds0, conds1, posb0, poss0, poss1, negb0, negs0, negs1;
    wire serialout;
    inputconditioner butt0cond(clk, btn, condb0, posb0, negb0);
    inputconditioner sw0cond(clk, sw0, conds0, poss0, negs0);
    inputconditioner sw1cond(clk, sw1, conds1, poss1, negs1);
    shiftregister register(clk, poss1, negb0, parallelIn, conds0, full_led, serialout);
endmodule
module lab2_wrapper
(
    input        clk,
    input  [1:0] sw,
    input  [2:0] btn,
    output [3:0] led
);
    wire[7:0] res;
    wire[3:0] res0, res1;      
    wire res_sel;              
    jkff1 src_sel(.trigger(clk), .j(btn[2]), .k(btn[1]), .q(res_sel));
    mux2 #(4) output_select(.in0(res0), .in1(res1), .sel(res_sel), .out(led));
    parameter pIn = 8'hA5;
    midpoint mid(clk, sw[0], sw[1], btn[0], pIn, res);
    assign res0[0] = res[0];
    assign res0[1] = res[1];
    assign res0[2] = res[2];
    assign res0[3] = res[3];
    assign res1[0] = res[4];
    assign res1[1] = res[5];
    assign res1[2] = res[6];
    assign res1[3] = res[7];
endmodule
==> flow/run.sh <==
#!/bin/bash
# OpenROAD 26Q1-2900-gdf79404cd8, Yosys 0.63+post, stock flow scripts
make -C /OpenROAD-flow-scripts/flow DESIGN_CONFIG=/design/flow/config.mk WORK_HOME=/design/flow/orfs finish
==> flow/config.mk <==
export PLATFORM = sky130hd
export DESIGN_NAME = lab2_wrapper
export DESIGN_NICKNAME = lab2_wrapper
export VERILOG_FILES = /design/flow/design.v
export SDC_FILE = /design/flow/constraint.sdc
export NUM_CORES = 4
export LEC_CHECK = 1
export CORE_AREA = 10 10 101 101
export DIE_AREA = 0 0 111 111
==> flow/constraint.sdc <==
current_design lab2_wrapper

set clk_period 2.1
set clk_io_pct 0.2

create_clock -name clk0 -period $clk_period [get_ports {clk}]

set non_clock_inputs [all_inputs -no_clocks]
set_input_delay [expr $clk_period * $clk_io_pct] -clock clk0 $non_clock_inputs
set_output_delay [expr $clk_period * $clk_io_pct] -clock clk0 [all_outputs]
==> results.ini <==
[floorplan]
num_io_pins=10
fp.dieH_um=111
design.core.area_um2=8130
die_width_um=111
die_area_um2=12300
initCoreUtil_pct=14.5
fp-row-count=33

[synth]
yosys_area_um2=1180
postSynthSeqShare_pct=65.2
netlist_instances=89
netlist_area_um2=1180
ys_warn_count=3
top_area_cell=dfxtp_1
topCellsByArea=dfxtp_1, ha_1, edfxtp_1, mux2i_1, mux2_1
ys_types=18
avgSynthCellArea_um2=13.3
yosysCellCount=89
synth_top_area_share_pct=57.6
ys_ff=37

[routing]
drtIter0Drc=15
insertedDiodeCount=0
vias=605
vias_per_cell=2.89
drtAntennaViolNets=0
drc=0
routed_wl_um=1500
wl_per_cell_um=7.19
first_pass_iters=2

[placed_design]
dp_cells=201
pre_cts_slack_ns=0.446
placed_area_um2=1390
dp_hpwl_um=1080
port_buffers=9
gp_congestion=0.691

[global_routing]
grt_start_max_net_pins=13
track_usage_pct=2.52
grt_pass1_vias=579
grt_pass1_wl_um=2640
gr-total-overflow=0
antenna_found_initial=0

[clock_tree]
root_buffer=clkbuf_8
cts_tree=built
clk_latency_ns=0.28
cts_hold_buffers=0
cts_sinks=37
cts_buffer_depth=2
cts_setup_buffers=0
htree_levels=2
cts-resized-gates=0
cts.clk_slew.worst_paths_ns=0.07
numCtsBuffers=5

[cells_and_area]
syn2layout_area_growth_pct=24.4
lay_top_count=dfxtp_1
n_fill_cell=871
logic_area_um2=374
drive_above_1_share_pct=9.62
fin_cells=209
regArea_um2=771
final_cell_area_um2=1470
lay_top_cells=dfxtp_1, clkdlybuf4s50_1, ha_1

[critical_path]
path_max_fanout=5
r2r_slack_ns=0.88
worstPathArrival_ns=1.50
critPathLaunch=src_sel.q
endpoint_kind=primary output
cp_data_required_time_ns=1.68
r2r_start=mid.sw1cond.positiveedge
critical_path_class=flop to primary output
startpoint_type=flop

[run]
openroad.warnings=25
maxCapViolCount=0

[final_timing]
max_freq_mhz=520
fin_ws_ns=0.175
setup_viol=0
fin_crit_ns=1.92
period_used_pct=91.6
maxSlewHeadroom_pct=65.1
worst_slew_pin_slew_ns=0.522
hold_violations=0
drv_slew=0
fin_tns_setup_ns=0
fin_worst_skew_ns=0.00361
rsz0062_at_grt=no

[power]
p_seq_share_pct=57.6
p_per_area_nw_per_um2=1060
p_int_mw=1.22
combPwrFrac_pct=13.2
clockPowerShare_pct=29.2
power_switching_share_pct=21.8
p_switching_mw=0.342
ir_drop_uv=283
leakage_nw=0.598

[worst_hold_path]
hp-class=flop to flop
min_from=mid.butt0cond.synchronizer0

[outcome]
status=complete, no violations

[final timing paths]
kind	endpoint	cells after the start
worst min register to register	mid.butt0cond.synchronizer1	0
worst max-delay path	led[1]	2
worst max register to register	mid.register.shiftregistermem[7]	2
worst min-delay path	mid.butt0cond.synchronizer1	0
[power groups by stage]
stage	registers [mW]	clock network, mW	logic (mW)
CTS	0.904	0.482	0.215
global route	0.919	0.518	0.238
finish	0.902	0.457	0.207
[routing by layer]
metal	part of all wire (%)	vias up	global-route usage (%)
met2	36	14	3.26
met3	9.3	8	1.59
met4	3.4	0	0.781
met1	51	254	3.32
met5	0	-	0
li1	-	329	-
[metrics by stage]
step | hold WS, ns | util [%] | total power, mW
floorplan | 0.310 | - | 1.04
detailed placement | 0.312 | 17.1 | 1.13
global placement | 0.311 | 17.1 | 1.12
finish | 0.326 | 18.1 | 1.57
global route | 0.332 | 18.1 | 1.67
CTS | 0.328 | 18.1 | 1.60
[sequential cells by signal (all words and copies together) (netlist names)]
signal and flops:
mid.butt0cond.conditioned 1, mid.butt0cond.counter 3, mid.butt0cond.negativeedge 1, mid.butt0cond.synchronizer0 1, mid.butt0cond.synchronizer1 1, mid.register.parallelDataOut 8, mid.register.shiftregistermem 8, mid.sw0cond.conditioned 1
mid.sw0cond.counter 3, mid.sw0cond.synchronizer0 1, mid.sw0cond.synchronizer1 1, mid.sw1cond.conditioned 1, mid.sw1cond.counter 3, mid.sw1cond.positiveedge 1, mid.sw1cond.synchronizer0 1, mid.sw1cond.synchronizer1 1
src_sel.q 1
[cell type report]
class / count / area share [%]
repair buffers: 9 / 6.12
flip-flops and latches: 37 / 52.4
inverters: 6 / 1.53
multi-input cells: 44 / 25.4
clock inverters: 2 / 0.680
clock buffers: 6 / 4.93
well taps: 105 / 8.93
[synth_stat cells]
cell and n:
nor2b_1 4, xnor2_1 1, nor2b_2 2, nor3b_2 1
nor3_1 6, a211o_1 4, mux2i_1 5, nor3b_1 2
dfxtp_1 34, buf_6 1, edfxtp_1 3, and2b_1 1
mux2_1 4, ha_1 8, clkbuf_1 1, inv_1 6
and2_1 2, nor2_1 4
[logic make-up after synthesis]
group	count (synthesis)	synth area share, %
AND-OR/OR-AND	4	2.96
XOR/XNOR	1	0.741
adder cells (fa/ha/maj)	8	8.47
buffers and inverters	8	3.17
flip-flops	37	65.2
multiplexers	9	8.04
AND/OR/NAND/NOR	22	11.4
[worst max-delay path, stage by stage (launching register included)]
cell	delay [ns]
dfxtp_1	0.45
mux2_1	0.36
clkdlybuf4s50_1	0.41
Power figures rest on the tool's default switching activity, not on a simulated workload.
