## design/flow/design.v

```verilog
module fsm (
input sclk,
input cs,
input sout,
output reg miso_buff,
output reg dm_we,
output reg addr_we,
output reg sr_we
);
parameter IDLE = 5'd0;
parameter GETTING_ADDR_0 = 5'd1;
parameter GETTING_ADDR_1 = 5'd2;
parameter GETTING_ADDR_2 = 5'd3;
parameter GETTING_ADDR_3 = 5'd4;
parameter GETTING_ADDR_4 = 5'd5;
parameter GETTING_ADDR_5 = 5'd6;
parameter GETTING_ADDR_6 = 5'd7;
parameter GOT_ADDR = 5'd8;
parameter DATA_MASTER_0 = 5'd10;
parameter DATA_MASTER_1 = 5'd11;
parameter DATA_MASTER_2 = 5'd12;
parameter DATA_MASTER_3 = 5'd13;
parameter DATA_MASTER_4 = 5'd14;
parameter DATA_MASTER_5 = 5'd15;
parameter DATA_MASTER_6 = 5'd16;
parameter DATA_MASTER_7 = 5'd17;
parameter SAVE_TO_DM = 5'd18;
parameter DATA_DM = 5'd20;
parameter SAVE_TO_MASTER_0 = 5'd21;
parameter SAVE_TO_MASTER_1 = 5'd22;
parameter SAVE_TO_MASTER_2 = 5'd23;
parameter SAVE_TO_MASTER_3 = 5'd24;
parameter SAVE_TO_MASTER_4 = 5'd25;
parameter SAVE_TO_MASTER_5 = 5'd26;
parameter SAVE_TO_MASTER_6 = 5'd27;
parameter SAVE_TO_MASTER_7 = 5'd28;
reg[4:0] state;
always @ (posedge sclk)
begin
  if (state === 5'dx) begin
    state <= IDLE;
  end
  if (cs==1) begin
    state <= IDLE;
    miso_buff <= 0;
    dm_we <= 0;
    addr_we <= 0;
    sr_we <= 0;
  end
    case(state)
      IDLE : begin
        if (cs==1) begin
          state <= IDLE;
          miso_buff <= 0;
          dm_we <= 0;
          addr_we <= 0;
          sr_we <= 0;
        end else begin
          state <= GETTING_ADDR_0;
          miso_buff <= 0;
          dm_we <= 0;
          addr_we <= 1;
          sr_we <= 0;
        end
      end
      GETTING_ADDR_0 : begin
        state <= GETTING_ADDR_1;
        miso_buff <= 0;
        dm_we <= 0;
        addr_we <= 1;
        sr_we <= 0;
      end
      GETTING_ADDR_1 : begin
        state <= GETTING_ADDR_2;
        miso_buff <= 0;
        dm_we <= 0;
        addr_we <= 1;
        sr_we <= 0;
      end
      GETTING_ADDR_2 : begin
        state <= GETTING_ADDR_3;
        miso_buff <= 0;
        dm_we <= 0;
        addr_we <= 1;
        sr_we <= 0;
      end
      GETTING_ADDR_3 : begin
        state <= GETTING_ADDR_4;
        miso_buff <= 0;
        dm_we <= 0;
        addr_we <= 1;
        sr_we <= 0;
      end
      GETTING_ADDR_4 : begin
        state <= GETTING_ADDR_5;
        miso_buff <= 0;
        dm_we <= 0;
        addr_we <= 1;
        sr_we <= 0;
      end
      GETTING_ADDR_5 : begin
        state <= GETTING_ADDR_6;
        miso_buff <= 0;
        dm_we <= 0;
        addr_we <= 1;
        sr_we <= 0;
      end
      GETTING_ADDR_6 : begin
        if (sout==1) begin
          state <= DATA_DM;
          miso_buff <= 0;
          dm_we <= 0;
          addr_we <= 0;
          sr_we <= 1;
        end else begin
          state <= DATA_MASTER_0;
          miso_buff <= 0;
          dm_we <= 0;
          addr_we <= 0;
          sr_we <= 0;
        end
      end
      DATA_MASTER_0 : begin
        state <= DATA_MASTER_1;
        miso_buff <= 0;
        dm_we <= 0;
        addr_we <= 0;
        sr_we <= 0;
      end
      DATA_MASTER_1 : begin
        state <= DATA_MASTER_2;
        miso_buff <= 0;
        dm_we <= 0;
        addr_we <= 0;
        sr_we <= 0;
      end
      DATA_MASTER_2 : begin
        state <= DATA_MASTER_3;
        miso_buff <= 0;
        dm_we <= 0;
        addr_we <= 0;
        sr_we <= 0;
      end
      DATA_MASTER_3 : begin
        state <= DATA_MASTER_4;
        miso_buff <= 0;
        dm_we <= 0;
        addr_we <= 0;
        sr_we <= 0;
      end
      DATA_MASTER_4 : begin
        state <= DATA_MASTER_5;
        miso_buff <= 0;
        dm_we <= 0;
        addr_we <= 0;
        sr_we <= 0;
      end
      DATA_MASTER_5 : begin
        state <= DATA_MASTER_6;
        miso_buff <= 0;
        dm_we <= 0;
        addr_we <= 0;
        sr_we <= 0;
      end
      DATA_MASTER_6 : begin
        state <= DATA_MASTER_7;
        miso_buff <= 0;
        dm_we <= 0;
        addr_we <= 0;
        sr_we <= 0;
      end
      DATA_MASTER_7 : begin
        state <= SAVE_TO_DM;
        miso_buff <= 0;
        dm_we <= 1;
        addr_we <= 0;
        sr_we <= 0;
      end
      SAVE_TO_DM: begin
        state <= IDLE;
        miso_buff <= 0;
        dm_we <= 0;
        addr_we <= 0;
        sr_we <= 0;
      end
      DATA_DM: begin
        state <= SAVE_TO_MASTER_0;
        miso_buff <= 1;
        dm_we <= 0;
        addr_we <= 0;
        sr_we <= 0;
      end
      SAVE_TO_MASTER_0 : begin
        state <= SAVE_TO_MASTER_1;
        miso_buff <= 1;
        dm_we <= 0;
        addr_we <= 0;
        sr_we <= 0;
      end
      SAVE_TO_MASTER_1 : begin
        state <= SAVE_TO_MASTER_2;
        miso_buff <= 1;
        dm_we <= 0;
        addr_we <= 0;
        sr_we <= 0;
      end
      SAVE_TO_MASTER_2 : begin
        state <= SAVE_TO_MASTER_3;
        miso_buff <= 1;
        dm_we <= 0;
        addr_we <= 0;
        sr_we <= 0;
      end
      SAVE_TO_MASTER_3 : begin
        state <= SAVE_TO_MASTER_4;
        miso_buff <= 1;
        dm_we <= 0;
        addr_we <= 0;
        sr_we <= 0;
      end
      SAVE_TO_MASTER_4 : begin
        state <= SAVE_TO_MASTER_5;
        miso_buff <= 1;
        dm_we <= 0;
        addr_we <= 0;
        sr_we <= 0;
      end
      SAVE_TO_MASTER_5 : begin
        state <= SAVE_TO_MASTER_6;
        miso_buff <= 1;
        dm_we <= 0;
        addr_we <= 0;
        sr_we <= 0;
      end
      SAVE_TO_MASTER_6 : begin
        state <= SAVE_TO_MASTER_7;
        miso_buff <= 1;
        dm_we <= 0;
        addr_we <= 0;
        sr_we <= 0;
      end
      SAVE_TO_MASTER_7 : begin
        state <= IDLE;
        miso_buff <= 0;
        dm_we <= 0;
        addr_we <= 0;
        sr_we <= 0;
      end
    endcase
end
endmodule
```

## design/flow/run.sh

```bash
#!/bin/bash
# OpenROAD 26Q1-2900-gdf79404cd8, Yosys 0.63+post, stock flow scripts
make -C /OpenROAD-flow-scripts/flow DESIGN_CONFIG=/design/flow/config.mk WORK_HOME=/design/flow/orfs finish
```

## design/flow/config.mk

```make
export PLATFORM = sky130hd
export DESIGN_NAME = fsm
export DESIGN_NICKNAME = fsm
export VERILOG_FILES = /design/flow/design.v
export SDC_FILE = /design/flow/constraint.sdc
export NUM_CORES = 4
export LEC_CHECK = 1
export CORE_AREA = 10 10 86 86
export DIE_AREA = 0 0 96 96
```

## design/flow/constraint.sdc

```tcl
current_design fsm

set clk_period 2.1
set clk_io_pct 0.2

create_clock -name clk0 -period $clk_period [get_ports {sclk}]

set non_clock_inputs [all_inputs -no_clocks]
set_input_delay [expr $clk_period * $clk_io_pct] -clock clk0 $non_clock_inputs
set_output_delay [expr $clk_period * $clk_io_pct] -clock clk0 [all_outputs]
```

==> impl_metrics.json <==
{
  "syn_to_final_growth_pct": 32.5,
  "drt-vias-per-instance": 2.93,
  "fin_crit_ns": 1.60,
  "fp_util_pct": 14.4,
  "die_x_um": 96,
  "grt_usage_pct": 2.74,
  "comb_power_share_pct": 5.4,
  "drcViolationCount": 0,
  "critPathTopFamily": "simple AND/OR/NAND/NOR gates",
  "synth_warnings": 1,
  "ir_drop_uv": 613,
  "first_iter_violations": 9,
  "synth.distinct_cells": 13,
  "root_buffer": "clkbuf_8",
  "critPathKind": "in2reg",
  "setup_slack_ns": 0.503,
  "synth_flops": 30,
  "cts_sinks": 30,
  "clock_skew_ns": 0.00436,
  "fmax_ghz": 0.626,
  "final_common_cell": "dfxtp_1",
  "numPortBuffers": 6,
  "gp_congestion": 0.730,
  "vias": 405,
  "antenna_found_initial": 0,
  "num_antenna_cells": 0,
  "hold_viol": 0,
  "grt_first_pass_wirelength_um": 2030,
  "avgSynthCellArea_um2": 15.3,
  "crit_path_top_delay_cell": "clkdlybuf4s50_1",
  "p_seq_share_pct": 51.3,
  "pwr-share-clk_pct": 43.3,
  "pin_count": 7,
  "critPathMaxStageDelay_ns": 0.46,
  "cts_buffer_depth": 2,
  "routed_wl_um": 1220,
  "cts.clk_slew.worst_paths_ns": 0.06,
  "instances_no_fill": 138,
  "final_max_slew_viol_count": 0,
  "cts.htree.levels": 2,
  "route.detailed.wl_per_inst_um": 8.86,
  "p_leak_nw": 0.390,
  "worstPathRequired_ns": 2.13,
  "fp-row-count": 27,
  "rsz0062_at_grt": "no",
  "mostFrequentLayoutCells": "26 x dfxtp_1, 6 x clkdlybuf4s50_1, 5 x clkbuf_8",
  "fillCellCount": 604,
  "fin_tns_setup_ns": 0,
  "overflow": 0,
  "crit_fanout": 4,
  "worstPathArrival_ns": 1.62,
  "die_area_um2": 9220,
  "synth_seq_share_pct": 80.5,
  "clock.latency.late_pin_ns": 0.27,
  "grt_pass1_vias": 434,
  "cts_tree": "done",
  "hold_buffers": 0,
  "path_buffers": 1,
  "place_ws_ns": 0.283,
  "cp_cell_sequence": "clkdlybuf4s50_1, nor3_1, nand4_1, or3_1",
  "dpl.hpwl_um": 852,
  "netlist_area_um2": 796,
  "p_per_area_nw_per_um2": 1200,
  "relSlewSlack_pct": 85.3,
  "place_inst": 130,
  "p_sw_share_pct": 19.5,
  "reg2regPathDepth": 3,
  "firstDrtPassIters": 3,
  "die_h_um": 96,
  "grt_max_degree": 11,
  "setup_viol": 0,
  "ys_area_um2": 796,
  "period_used_pct": 76.0,
  "drtAntennaViolNets": 0,
  "hold_path.class": "reg2reg",
  "drive_gt1_share_pct": 18.2,
  "ys_cells": 52,
  "outcome": "finished clean",
  "cts-resized-gates": 0,
  "warnings": 25,
  "p_int_mw": 1.02,
  "end_kind": "register",
  "core-area_um2": 5540,
  "cts_buffers": 5,
  "cp.depth": 4,
  "hold_path_depth": 0,
  "drv_cap": 0,
  "worstMarginPinSlew_ns": 0.219,
  "worst_setup_path_start_kind": "input pin",
  "switchingPower_mw": 0.246,
  "syn-instance-count": 52,
  "postCtsSetupBuffers": 0
}
## power by group through the flow
stage                 Sequential (mW)  Clock [mW]  Combinational, mW
final                           0.648       0.547             0.0685
after CTS                       0.649       0.560             0.0690
after global routing            0.653       0.590             0.0775
## worst register-to-register path, delay by kind of cell (launching register included)
kind	cells	cell delay, ns
simple gates	3	0.80
flops	1	0.35
## Yosys cell counts (all sizes together)
cell type | n | area, um^2
nor2 | 2 | 7.51
or3 | 4 | 25.0
or2 | 1 | 6.26
nor3 | 1 | 5.00
dfxtp | 26 | 521
nor4 | 5 | 65.1
nand4 | 1 | 6.26
and2 | 2 | 12.5
nand2 | 4 | 15.0
edfxtp | 4 | 120
nor2b | 2 | 12.5
## kinds of logic (layout without fill, tap and decap cells)
| family | after synthesis | count (layout) | synth area share [%] |
|---|---|---|---|
| buffers and inverters | 0 | 14 | 0 |
| flip-flops | 30 | 30 | 80.5 |
| AND/OR/NAND/NOR | 22 | 22 | 19.5 |
## routing by layer
layer	vias to the layer above	share of wire, %	routed length [um]	global-route usage [%]
met1	182	57	698	4.15
met5	-	0	0	0
met3	5	6.1	75	1.57
li1	204	-	-	-
met4	0	2.4	29	0.860
met2	14	34	418	3.08
## state kept, by name, summed over array words and instances (netlist names)
| name | cells |
|---|---|
| addr_we | 1 |
| miso_buff | 1 |
| sr_we | 1 |
| state | 26 |
| dm_we | 1 |
## through the flow
step / instance area, um^2 / util (%) / hold WS [ns] / power (mW)
floorplan: 796 / - / 0.331 / 0.684
global placement: 946 / 17.1 / 0.337 / 0.726
detailed placement: 946 / 17.1 / 0.344 / 0.729
CTS: 1050 / 19.0 / 0.353 / 1.28
global route: 1050 / 19.0 / 0.359 / 1.32
finish: 1050 / 19.0 / 0.352 / 1.26
## cell type report
class / instances / area, um^2 / share of cell area (%)
Multi-Input combinational cell: 22 / 155 / 14.7
Tap cell: 72 / 90.1 / 8.54
Clock inverter: 3 / 40.0 / 3.80
Timing Repair Buffer: 6 / 60.1 / 5.69
Sequential cell: 30 / 641 / 60.7
Clock buffer: 5 / 68.8 / 6.52
## path summary, 6_finish.rpt
check / start / endpoint / slack (ns)
setup / recovery: cs / sr_we / 0.50
hold / removal: state[14] / state[7] / 0.35
setup reg to reg: state[23] / sr_we / 0.71
hold reg to reg: state[14] / state[7] / 0.35
Power and IR drop assume default switching activity.
